==> /design/flow/design.v <==
module adc_dac 
   (
    input wire clk, reset,
    input wire [31:0] dac_data_in,
    output wire [31:0] adc_data_out,
    output wire  m_clk, b_clk, dac_lr_clk, adc_lr_clk,
    output wire dacdat,
    input wire adcdat,
    output wire load_done_tick
   );
   localparam M_DVSR = 2;
   localparam B_DVSR = 3;
   localparam LR_DVSR = 5;
   reg [M_DVSR-1:0] m_reg;
   wire [M_DVSR-1:0] m_next; 
   reg [B_DVSR-1:0] b_reg;
   wire [B_DVSR-1:0] b_next; 
   reg [LR_DVSR-1:0] lr_reg;
   wire [LR_DVSR-1:0] lr_next; 
   reg [31:0] dac_buf_reg, adc_buf_reg;
   wire [31:0] dac_buf_next, adc_buf_next; 
   reg lr_delayed_reg, b_delayed_reg;
   wire m_12_5m_tick, load_tick, b_neg_tick, b_pos_tick;
   always @(posedge clk, posedge reset)
   if (reset)
      begin
         m_reg <= 0;
         b_reg <= 0;
         lr_reg <= 0;
         dac_buf_reg <= 0;
         adc_buf_reg <= 0;
         b_delayed_reg <= 1'b0;
         lr_delayed_reg <= 1'b0;
      end   
   else
      begin
         m_reg <= m_next;
         b_reg <= b_next;
         lr_reg <= lr_next;
         dac_buf_reg <= dac_buf_next;
         adc_buf_reg <= adc_buf_next;
         b_delayed_reg <= b_reg[B_DVSR-1];
         lr_delayed_reg <= lr_reg[LR_DVSR-1];
      end
   assign m_next = m_reg + 1;   
   assign m_clk = m_reg[M_DVSR-1];
   assign m_12_5m_tick = (m_reg==0) ? 1'b1 : 1'b0;
   assign b_next = m_12_5m_tick ? b_reg + 1 : b_reg;   
   assign b_clk = b_reg[B_DVSR-1];
   assign b_neg_tick = b_delayed_reg & ~b_reg[B_DVSR-1];
   assign b_pos_tick = ~b_delayed_reg & b_reg[B_DVSR-1];
   assign lr_next = b_neg_tick ? lr_reg + 1 : lr_reg;  
   assign dac_lr_clk = lr_reg[LR_DVSR-1];
   assign adc_lr_clk = lr_reg[LR_DVSR-1];
   assign load_tick = ~lr_delayed_reg & lr_reg[LR_DVSR-1];
   assign load_done_tick = load_tick;
   assign dac_buf_next = load_tick  ? dac_data_in :
                         b_neg_tick ? {dac_buf_reg[30:0], 1'b0} :
                                      dac_buf_reg;
   assign dacdat = dac_buf_reg[31];
   assign adc_buf_next = b_pos_tick ? {adc_buf_reg[30:0], adcdat} :
                                      adc_buf_reg;
   assign adc_data_out = adc_buf_reg;  
endmodule
==> /design/flow/run.sh <==
#!/bin/bash
# OpenROAD 26Q1-2900-gdf79404cd8, Yosys 0.63+post, stock flow scripts
make -C /OpenROAD-flow-scripts/flow DESIGN_CONFIG=/design/flow/config.mk WORK_HOME=/design/flow/orfs finish
==> /design/flow/config.mk <==
export PLATFORM = sky130hd
export DESIGN_NAME = adc_dac
export DESIGN_NICKNAME = adc_dac
export VERILOG_FILES = /design/flow/design.v
export SDC_FILE = /design/flow/constraint.sdc
export NUM_CORES = 4
export LEC_CHECK = 1
export CORE_UTILIZATION = 40
==> /design/flow/constraint.sdc <==
current_design adc_dac

set clk_period 6.3
set clk_io_pct 0.2

create_clock -name clk0 -period $clk_period [get_ports {clk}]

set non_clock_inputs [all_inputs -no_clocks]
set_input_delay [expr $clk_period * $clk_io_pct] -clock clk0 $non_clock_inputs
set_output_delay [expr $clk_period * $clk_io_pct] -clock clk0 [all_outputs]
==> tab_implementation.tex <==
% Table of physical implementation metrics
\begin{tabular}{lr}
\hline
Metric & Value \\
\hline
\multicolumn{2}{l}{\textbf{Status}} \\
Status & finished clean \\
\multicolumn{2}{l}{\textbf{Synth}} \\
Area share, top type & 56.9\% \\
Ys cells & 240 \\
Cell types with the highest counts after synthesis & 76 x sky130\_fd\_sc\_hd\_\_dfrtp\_1, 33 x sky130\_fd\_sc\_hd\_\_nand2\_1, 31 x sky130\_fd\_sc\_hd\_\_mux2i\_1, 31 x sky130\_fd\_sc\_hd\_\_o21ai\_1, 30 x sky130\_fd\_sc\_hd\_\_mux2\_4 \\
Yosys warns & 1 \\
Top non-seq family & multiplexers \\
Synthesized registers & 76 \\
Synth async-reset ratio & 100\% \\
Post-synth seq share & 56.9\% \\
Post-synthesis share of cell area spent on xor and xnor gates & 2.02\% \\
Synthesized chip area reported by yosys & 3340 um2 \\
Count of flip-flops with a built-in enable after synthesis & 0 \\
Top\_reg\_cell synth & sky130\_fd\_sc\_hd\_\_dfrtp\_1 \\
Post-synthesis mux area share & 24.1\% \\
Cell taking the most area after synthesis & sky130\_fd\_sc\_hd\_\_dfrtp\_1 \\
Cell Type Count & 23 \\
Area fraction in compound gates & 4.91\% \\
Most numerous cell in the Yosys netlist & sky130\_fd\_sc\_hd\_\_dfrtp\_1 \\
Post-synthesis share of cell area spent on full adders, half adders and majority gates & 1.12\% \\
Largest cells by area after synthesis & sky130\_fd\_sc\_hd\_\_dfrtp\_1 57\%, sky130\_fd\_sc\_hd\_\_mux2\_4 13\%, sky130\_fd\_sc\_hd\_\_mux2i\_1 9.3\%, sky130\_fd\_sc\_hd\_\_o21ai\_1 4.6\%, sky130\_fd\_sc\_hd\_\_nand2\_1 3.7\% \\
Synthesized area & 3340 um2 \\
Synthesized netlist cell count & 240 \\
Post-synthesis area per instance & 13.9 um2 \\
Yosys simple share & 5.77\% \\
\multicolumn{2}{l}{\textbf{Worst setup path}} \\
Data arrival, critical path & 2020 ps \\
Category of the most critical setup path & reg -> out \\
Critical path startpoint category & register \\
CP Capture Type & output pin \\
CP max FO & 65 \\
Critical path data required time & 5040 ps \\
\multicolumn{2}{l}{\textbf{Flow run}} \\
Number of warnings the tools reported & 25 \\
Max cap viols & 0 \\
\multicolumn{2}{l}{\textbf{Drt}} \\
Metal-1 WL & 2.55 mm \\
Met2 routed wirelength & 2.35 mm \\
Antenna diode instance count & 0 \\
Vias & 1,930 \\
Max layer used & met4 \\
Remaining antenna violation count after routing & 0 \\
First-pass detailed-route iteration total & 4 \\
Final wirelength & 5.20 mm \\
Residual DRC count & 0 \\
Vias per cell & 4.62 \\
Starting DRT DRC Count & 68 \\
Detailed-routed wire length on met3 & 228 um \\
Per-cell routed wire length & 12.4 um \\
\multicolumn{2}{l}{\textbf{GRT}} \\
Pin count of the biggest net entering global routing & 66 \\
Number of global-route vias before repair & 1,935 \\
Global router's overall resource usage & 13.5\% \\
First-pass GRT wire length & 9.03 mm \\
Total gr overflow & 0 \\
Initial antenna violation count & 0 \\
\multicolumn{2}{l}{\textbf{Clocking}} \\
Cts-stage hold buffer count & 0 \\
Number of gates resized after cts & 0 \\
Clock Latency Late Sink & 340 ps \\
CTS buffer count & 9 \\
TritonCTS clock tree & yes \\
Clock transition at the register clock pins on the worst setup and hold paths after CTS & 80 ps \\
Bufs on Longest Clock Path & 2 \\
Setup Fix Bufs, Post-CTS & 0 \\
Max H-tree Level & 3 \\
Clock root cell & sky130\_fd\_sc\_hd\_\_clkbuf\_8 \\
TritonCTS sink count & 76 \\
\multicolumn{2}{l}{\textbf{Layout}} \\
Share of final-layout standard cells stronger than drive strength 1 & 19.0\% \\
Area Growth Syn to Fin & 27.6\% \\
Filler cells & 675 \\
Final Core Density & 54.0\% \\
Final design instance area without fill & 4260 um2 \\
\multicolumn{2}{l}{\textbf{Final timing}} \\
Maximum frequency from static timing analysis & 305 MHz \\
Worst relative slew slack & 59.2\% \\
Period Utilization, post-route & 52.0\% \\
Final Slew Violations & 0 \\
Setup violators final & 0 \\
Setup TNS after final layout & 0 ps \\
Worst-margin pin slew & 611 ps \\
Worst Setup Slack, final & 3020 ps \\
Final setup skew & 13.1 ps \\
Period minus WS final & 3280 ps \\
Endpoints failing hold & 0 \\
Setup repair after global routing missed its margin & false \\
\multicolumn{2}{l}{\textbf{Place}} \\
Dpl ws & 3370 ps \\
Port-buffer cells & 72 \\
Cell area after placement & 4070 um2 \\
Routability congestion estimate & 0.721 \\
Sum of net half-perimeters after detailed placement & 3.44 mm \\
\multicolumn{2}{l}{\textbf{Min path}} \\
Type of the worst min-delay path & reg -> reg \\
\multicolumn{2}{l}{\textbf{Floorplanning}} \\
Effective utilization at floorplan & 42.4\% \\
Chip height & 93.4 um \\
I/O Pins & 73 \\
Rows & 32 \\
Die area & 8720 um2 \\
Die outline width & 93.4 um \\
Area of the core region & 7890 um2 \\
\multicolumn{2}{l}{\textbf{Power and ir drop}} \\
Cell area power density & 206 nW/um2 \\
VDD IR max & 0.000140 V \\
Leakage Power & 0.00176 uW \\
\hline
\end{tabular}
[area by class of cell]
type	count	area, um2	area share, %
clock buffers	11	131	3.08
flip-flops and latches	76	1900	44.6
inverters	3	11.3	0.264
repair buffers	76	751	17.6
clock inverters	5	62.6	1.47
multi-input cells	145	1280	29.9
well taps	102	128	2.99
[where the power goes]
part / internal (uW) / switching, uW
Combinational: 21.3 / 12.2
Sequential: 488 / 0.820
Clock: 185 / 171
Total: 694 / 184
[logic make-up after synthesis]
group,Yosys count
multiplexers,65
adder cells (fa/ha/maj),3
flip-flops,76
buffers and inverters,19
XOR/XNOR,6
AND/OR/NAND/NOR,39
AND-OR/OR-AND,32
[worst paths after layout]
check                                                   end  cells past startpoint  slack (ps)             startpoint
min in group asynchronous        adc_buf_reg[2]$_DFFE_PP0P_                      2        1290                  reset
worst max-delay path                         load_done_tick                      3        3020  lr_reg[4]$_DFFE_PP0P_
worst min register to register           m_reg[0]$_DFF_PP0_                      1         420     m_reg[0]$_DFF_PP0_
worst max register to register        lr_reg[1]$_DFFE_PP0P_                      3        4700   b_reg[2]$_DFFE_PP0N_
max in group asynchronous       adc_buf_reg[20]$_DFFE_PP0P_                      3        3990                  reset
worst min-delay path                     m_reg[0]$_DFF_PP0_                      1         420     m_reg[0]$_DFF_PP0_
[cells in the final DEF, fill, tap and decap left out]
cell type / count
sky130_fd_sc_hd__a22o_1: 1
sky130_fd_sc_hd__and2b_2: 1
sky130_fd_sc_hd__buf_4: 4
sky130_fd_sc_hd__bufinv_16: 1
sky130_fd_sc_hd__clkbuf_1: 2
sky130_fd_sc_hd__clkbuf_8: 9
sky130_fd_sc_hd__clkdlybuf4s50_1: 72
sky130_fd_sc_hd__clkinv_4: 2
sky130_fd_sc_hd__clkinvlp_4: 2
sky130_fd_sc_hd__dfrtp_1: 76
sky130_fd_sc_hd__ha_1: 3
sky130_fd_sc_hd__inv_1: 2
sky130_fd_sc_hd__inv_2: 1
sky130_fd_sc_hd__mux2_2: 4
sky130_fd_sc_hd__mux2_4: 30
sky130_fd_sc_hd__mux2i_1: 31
sky130_fd_sc_hd__nand2_1: 33
sky130_fd_sc_hd__nand2b_2: 1
sky130_fd_sc_hd__nand4_4: 2
sky130_fd_sc_hd__nor2_1: 1
sky130_fd_sc_hd__nor2b_4: 1
sky130_fd_sc_hd__o21ai_1: 31
sky130_fd_sc_hd__xnor2_1: 2
sky130_fd_sc_hd__xnor2_2: 2
sky130_fd_sc_hd__xor2_1: 2
[stage by stage]
step | cells | total power [uW] | hold slack, ps
floorplan | 240 | 507 | 386
detailed placement | 402 | 534 | 399
global route | 418 | 921 | 447
global placement | 402 | 533 | 397
CTS | 418 | 896 | 411
finish | 418 | 878 | 416
[critical path, stage by stage (launching register included)]
cell                              delay, ps
sky130_fd_sc_hd__dfrtp_1                440
sky130_fd_sc_hd__and2b_2                170
sky130_fd_sc_hd__buf_4                  470
sky130_fd_sc_hd__clkdlybuf4s50_1        580
[metal layers]
metal	track usage (%)	up-vias
met2	20.0	37
li1	-	965
met4	1.41	0
met1	21.7	923
met5	0	-
met3	3.47	5
No activity file was given, so power comes from the tool's default toggle rates.
